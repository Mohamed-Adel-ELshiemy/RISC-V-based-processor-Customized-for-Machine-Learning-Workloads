`./design.v`:
```
package riscv_defines;
parameter OPCODE_SYSTEM    = 7'h73;
parameter OPCODE_FENCE     = 7'h0f;
parameter OPCODE_OP        = 7'h33;
parameter OPCODE_OPIMM     = 7'h13;
parameter OPCODE_STORE     = 7'h23;
parameter OPCODE_LOAD      = 7'h03;
parameter OPCODE_BRANCH    = 7'h63;
parameter OPCODE_JALR      = 7'h67;
parameter OPCODE_JAL       = 7'h6f;
parameter OPCODE_AUIPC     = 7'h17;
parameter OPCODE_LUI       = 7'h37;
parameter OPCODE_LOAD_POST  = 7'h0b;
parameter OPCODE_STORE_POST = 7'h2b;
parameter OPCODE_PULP_OP    = 7'h5b;
parameter OPCODE_VECOP      = 7'h57;
parameter OPCODE_HWLOOP     = 7'h7b;
parameter REGC_S1   = 2'b10;
parameter REGC_RD   = 2'b01;
parameter REGC_ZERO = 2'b11;
parameter ALU_OP_WIDTH = 6;
parameter ALU_ADD   = 6'b011000;
parameter ALU_SUB   = 6'b011001;
parameter ALU_ADDU  = 6'b011010;
parameter ALU_SUBU  = 6'b011011;
parameter ALU_ADDR  = 6'b011100;
parameter ALU_SUBR  = 6'b011101;
parameter ALU_ADDUR = 6'b011110;
parameter ALU_SUBUR = 6'b011111;
parameter ALU_XOR   = 6'b101111;
parameter ALU_OR    = 6'b101110;
parameter ALU_AND   = 6'b010101;
parameter ALU_SRA   = 6'b100100;
parameter ALU_SRL   = 6'b100101;
parameter ALU_ROR   = 6'b100110;
parameter ALU_SLL   = 6'b100111;
parameter ALU_BEXT  = 6'b101000;
parameter ALU_BEXTU = 6'b101001;
parameter ALU_BINS  = 6'b101010;
parameter ALU_BCLR  = 6'b101011;
parameter ALU_BSET  = 6'b101100;
parameter ALU_FF1   = 6'b110110;
parameter ALU_FL1   = 6'b110111;
parameter ALU_CNT   = 6'b110100;
parameter ALU_CLB   = 6'b110101;
parameter ALU_EXTS  = 6'b111110;
parameter ALU_EXT   = 6'b111111;
parameter ALU_LTS   = 6'b000000;
parameter ALU_LTU   = 6'b000001;
parameter ALU_LES   = 6'b000100;
parameter ALU_LEU   = 6'b000101;
parameter ALU_GTS   = 6'b001000;
parameter ALU_GTU   = 6'b001001;
parameter ALU_GES   = 6'b001010;
parameter ALU_GEU   = 6'b001011;
parameter ALU_EQ    = 6'b001100;
parameter ALU_NE    = 6'b001101;
parameter ALU_SLTS  = 6'b000010;
parameter ALU_SLTU  = 6'b000011;
parameter ALU_SLETS = 6'b000110;
parameter ALU_SLETU = 6'b000111;
parameter ALU_ABS   = 6'b010100;
parameter ALU_CLIP  = 6'b010110;
parameter ALU_CLIPU = 6'b010111;
parameter ALU_INS   = 6'b101101;
parameter ALU_MIN   = 6'b010000;
parameter ALU_MINU  = 6'b010001;
parameter ALU_MAX   = 6'b010010;
parameter ALU_MAXU  = 6'b010011;
parameter ALU_DIVU  = 6'b110000;  
parameter ALU_DIV   = 6'b110001;  
parameter ALU_REMU  = 6'b110010;  
parameter ALU_REM   = 6'b110011;  
parameter ALU_SHUF  = 6'b111010;
parameter ALU_SHUF2 = 6'b111011;
parameter ALU_PCKLO = 6'b111000;
parameter ALU_PCKHI = 6'b111001;
parameter MUL_MAC32 = 3'b000;
parameter MUL_MSU32 = 3'b001;
parameter MUL_I     = 3'b010;
parameter MUL_IR    = 3'b011;
parameter MUL_DOT8  = 3'b100;
parameter MUL_DOT16 = 3'b101;
parameter MUL_H     = 3'b110;
parameter VEC_MODE32 = 2'b00;
parameter VEC_MODE16 = 2'b10;
parameter VEC_MODE8  = 2'b11;
parameter CSR_OP_NONE  = 2'b00;
parameter CSR_OP_WRITE = 2'b01;
parameter CSR_OP_SET   = 2'b10;
parameter CSR_OP_CLEAR = 2'b11;
parameter SP_DVR0       = 16'h3000;
parameter SP_DCR0       = 16'h3008;
parameter SP_DMR1       = 16'h3010;
parameter SP_DMR2       = 16'h3011;
parameter SP_DVR_MSB = 8'h00;
parameter SP_DCR_MSB = 8'h01;
parameter SP_DMR_MSB = 8'h02;
parameter SP_DSR_MSB = 8'h04;
parameter SEL_REGFILE      = 2'b00;
parameter SEL_FW_EX        = 2'b01;
parameter SEL_FW_WB        = 2'b10;
parameter OP_A_REGA_OR_FWD = 2'b00;
parameter OP_A_CURRPC      = 2'b01;
parameter OP_A_IMM         = 2'b10;
parameter OP_A_REGB_OR_FWD = 2'b11;
parameter IMMA_Z      = 1'b0;
parameter IMMA_ZERO   = 1'b1;
parameter OP_B_REGB_OR_FWD = 2'b00;
parameter OP_B_REGC_OR_FWD = 2'b01;
parameter OP_B_IMM         = 2'b10;
parameter IMMB_I      = 4'b0000;
parameter IMMB_S      = 4'b0001;
parameter IMMB_U      = 4'b0010;
parameter IMMB_PCINCR = 4'b0011;
parameter IMMB_S2     = 4'b0100;
parameter IMMB_S3     = 4'b0101;
parameter IMMB_VS     = 4'b0110;
parameter IMMB_VU     = 4'b0111;
parameter IMMB_SHUF   = 4'b1000;
parameter IMMB_CLIP   = 4'b1001;
parameter IMMB_BI     = 4'b1011;
parameter BMASK_A_ZERO = 1'b0;
parameter BMASK_A_S3   = 1'b1;
parameter BMASK_B_S2   = 2'b00;
parameter BMASK_B_S3   = 2'b01;
parameter BMASK_B_ZERO = 2'b10;
parameter BMASK_B_ONE  = 2'b11;
parameter MIMM_ZERO    = 1'b0;
parameter MIMM_S3      = 1'b1;
parameter OP_C_REGC_OR_FWD = 2'b00;
parameter OP_C_REGB_OR_FWD = 2'b01;
parameter OP_C_JT          = 2'b10;
parameter BRANCH_NONE = 2'b00;
parameter BRANCH_JAL  = 2'b01;
parameter BRANCH_JALR = 2'b10;
parameter BRANCH_COND = 2'b11;  
parameter JT_JAL  = 2'b01;
parameter JT_JALR = 2'b10;
parameter JT_COND = 2'b11;
parameter PC_BOOT          = 3'b000;
parameter PC_JUMP          = 3'b010;
parameter PC_BRANCH        = 3'b011;
parameter PC_EXCEPTION     = 3'b100;
parameter PC_ERET          = 3'b101;
parameter PC_DBG_NPC       = 3'b111;
parameter EXC_PC_ILLINSN   = 2'b00;
parameter EXC_PC_ECALL     = 2'b01;
parameter EXC_PC_LOAD      = 2'b10;
parameter EXC_PC_STORE     = 2'b10;
parameter EXC_PC_IRQ       = 2'b11;
parameter EXC_OFF_RST      = 8'h00;
parameter EXC_OFF_ILLINSN  = 8'h00;
parameter EXC_OFF_ECALL    = 8'h00;
parameter EXC_OFF_LSUERR   = 8'h00;
parameter DBG_SETS_W = 6;
parameter DBG_SETS_IRQ    = 5;
parameter DBG_SETS_ECALL  = 4;
parameter DBG_SETS_EILL   = 3;
parameter DBG_SETS_ELSU   = 2;
parameter DBG_SETS_EBRK   = 1;
parameter DBG_SETS_SSTE   = 0;
parameter DBG_CAUSE_HALT   = 6'h1F;
endpackage
`timescale 1ns/1ps
module xilinx_bram #(
    parameter NB_COL = 4,                            
    parameter COL_WIDTH = 8,                         
    parameter RAM_DEPTH = 32,                      
    parameter RAM_PERFORMANCE = "LOW_LATENCY",  
    parameter INIT_FILE = ""                         
  ) (
    input [clogb2(RAM_DEPTH-1)-1:0] addra,   
    input [(NB_COL*COL_WIDTH)-1:0] dina,   
    input          data_req_i,
    output  reg    data_gnt_o,data_rvalid_o,
    input clka,                            
    input [NB_COL-1:0] wea,                
    input ena,                             
    output [(NB_COL*COL_WIDTH)-1:0] douta           
  );
(* ram_style = "distributed" *)
    reg [(NB_COL*COL_WIDTH)-1:0] BRAM [RAM_DEPTH-1:0]  ;
    reg [(NB_COL*COL_WIDTH)-1:0] ram_data = {(NB_COL*COL_WIDTH){1'b0}};
    genvar i;
    wire regcea;
    wire rsta;
    reg [(NB_COL*COL_WIDTH)-1:0] douta_reg = {(NB_COL*COL_WIDTH){1'b0}};
    assign regcea = 1;
    assign rsta = 0;
    generate
      if (INIT_FILE != "") begin: use_init_file
        initial
          $readmemb(INIT_FILE, BRAM, 0, RAM_DEPTH-1);
      end else begin: init_bram_to_zero
        integer ram_index;
        initial
          for (ram_index = 0; ram_index < RAM_DEPTH; ram_index = ram_index + 1)
            BRAM[ram_index] = {(NB_COL*COL_WIDTH){1'b0}};
      end
    endgenerate
   generate
       for (i = 0; i < NB_COL; i = i+1) begin: byte_write
         always @(posedge clka)
           if (ena)
             if (wea[i]) begin
               BRAM[addra][(i+1)*COL_WIDTH-1:i*COL_WIDTH] <= dina[(i+1)*COL_WIDTH-1:i*COL_WIDTH];
             end
        end
    endgenerate
    generate
       for (i = 0; i < NB_COL; i = i+1) begin: byte_read
         always @(*)
         begin
         data_gnt_o    = 1'b0;
         data_rvalid_o = 1'b0;
           if (data_req_i == 1'b1)
           begin
            ram_data[(i+1)*COL_WIDTH-1:i*COL_WIDTH] <= BRAM[addra][(i+1)*COL_WIDTH-1:i*COL_WIDTH];
           end
           else if(data_req_i)
           douta_reg = BRAM[addra][(i+1)*COL_WIDTH-1:i*COL_WIDTH];
           data_gnt_o    = 1'b1;
           data_rvalid_o = 1'b1;
         end
        end
    endgenerate
    generate
      if (RAM_PERFORMANCE == "LOW_LATENCY") begin: no_output_register
         assign douta = ram_data;
      end else begin: output_register
        always @(posedge clka)
        begin
          data_gnt_o    <= 1'b0;
          data_rvalid_o <= 1'b0;
          if (rsta)
            douta_reg <= {(NB_COL*COL_WIDTH){1'b0}};
          else if (regcea)
          begin
            douta_reg <= ram_data;
            data_gnt_o    <= 1'b1;
          end
        end
        assign douta = douta_reg;
      end
    endgenerate
    function integer clogb2;
      input integer depth;
        for (clogb2=0; depth>0; clogb2=clogb2+1)
          depth = depth >> 1;
    endfunction
  endmodule
```
`./run.sh`:
```
#!/bin/bash
# OpenROAD 26Q1-2900-gdf79404cd8, Yosys 0.63+post, stock flow scripts
make -C /OpenROAD-flow-scripts/flow DESIGN_CONFIG=/design/flow/config.mk WORK_HOME=/design/flow/orfs finish
```
`./config.mk`:
```
export PLATFORM = sky130hd
export DESIGN_NAME = xilinx_bram
export DESIGN_NICKNAME = xilinx_bram
export VERILOG_FILES = /design/flow/design.v
export SDC_FILE = /design/flow/constraint.sdc
export NUM_CORES = 4
export LEC_CHECK = 1
export CORE_UTILIZATION = 30
```
`./constraint.sdc`:
```
current_design xilinx_bram

set clk_period 6.0
set clk_io_pct 0.2

create_clock -name clk0 -period $clk_period [get_ports {clka}]

set non_clock_inputs [all_inputs -no_clocks]
set_input_delay [expr $clk_period * $clk_io_pct] -clock clk0 $non_clock_inputs
set_output_delay [expr $clk_period * $clk_io_pct] -clock clk0 [all_outputs]
```
==> flow_metrics.py <==
# Generated from Yosys and OpenROAD reports
metrics = {
    "run_status": {
        "status": "complete, no violations",
    },
    "timing": {
        "hold_viol": 0,
        "setup_violations": 0,
        "max_freq_mhz": 275.4,
        "slew_violations": 0,
        "rsz0062_at_grt": "false",
        "finalWorstSetupSlack_ps": 2369,
        "period_used_pct": 60.52,
        "untimed_endpoints": 64,
        "fin_crit_ps": 3631,
        "setup_tns_ps": 0,
        "relSlewSlack_pct": 42.57,
        "unclocked_regs": 32,
        "tightest_slew_ps": 861.4,
    },
    "grt": {
        "grt_pass1_wl_um": 142600,
        "grt_pass1_vias": 21901,
        "antenna_found_initial": 5,
        "use_met3_pct": 10.25,
        "met1_usage_pct": 18.70,
        "grt_busiest_layer": "met2",
        "use_met2_pct": 23.51,
        "grt_usage_pct": 15.51,
        "grt_max_degree": 56,
        "grt-ovfl-total": 0,
    },
    "yosys": {
        "numSynthFlops": 1056,
        "ys.warnings.count": 1,
        "syn-instance-count": 2233,
        "synth_top_area_share_pct": 76.75,
        "syn_avg_cell_area_um2": 17.94,
        "yosys-stat-area_um2": 40060,
        "ys_sh_aoi_pct": 3.998,
        "ys_cells": 2233,
        "adder_share_pct": 0,
        "muxShareOfSynthArea_pct": 12.79,
        "synth.area.top_cells": "edfxtp_1 77%, mux2i_1 13%, o22ai_1 4.0%",
        "largest_area_cell": "edfxtp_1",
        "simple_gate_share_pct": 3.317,
        "top_logic_kind": "multiplexers",
        "xor_area_share_pct": 0,
        "syn-cell-area_um2": 40060,
        "ys_types": 24,
    },
    "cts": {
        "cts_tree": "yes",
        "cts-htree-levels": 3,
        "ctsHoldBuffers": 0,
        "post_cts_buffers": 0,
        "clockBufferDepth": 3,
        "cts.clk_slew.worst_paths_ps": 60,
        "clockRootBuffer": "clkbuf_16",
        "numCtsBuffers": 104,
        "postCtsResizedCells": 0,
    },
    "drt": {
        "insertedDiodeCount": 0,
        "routed_wl_um": 98830,
        "vias_per_cell": 4.842,
        "wl_per_cell_um": 23.66,
        "via_count": 20221,
        "drc": 0,
        "drt-pass1-iter-count": 5,
        "drtIter0Drc": 1385,
        "ant_nets": 0,
    },
    "critical_path": {
        "cp-end-kind": "flip-flop",
        "startpoint_type": "primary input",
        "crit_family": "simple AND/OR/NAND/NOR gates",
        "crit_buf_inv": 2,
        "max_stage_delay_ps": 820,
        "cp.required_ps": 6290,
        "crit_type": "primary input to flip-flop",
        "cp.arrival_ps": 3920,
        "path_max_fanout": 55,
        "crit_slowest_cell": "nor2_1",
        "crit_chain": "buf_8 -> buf_4 -> nand4_1 -> nor2_1",
    },
    "die": {
        "core_area_um2": 132000,
        "die_h_um": 367.4,
        "initial_core_util_pct": 30.36,
        "num_io_pins": 78,
        "rows": 133,
        "fp.dieW_um": 367.4,
        "chipArea_um2": 135000,
    },
    "flow_run": {
        "tool_warnings": 26,
        "maxCapViolCount": 0,
    },
    "layout": {
        "area_growth_pct": 14.80,
        "n_fill_cell": 12194,
        "lay_top_cells": "1024 x edfxtp_1, 512 x mux2i_1, 256 x o22ai_1",
        "mi_logic_area_um2": 8093,
        "flop_area_um2": 31230,
        "lay_top_count": "edfxtp_1",
        "layout-drive-gt1-share_pct": 9.211,
        "layoutNonFillerInstCount": 4176,
        "finalInstanceArea_um2": 45990,
    },
    "place": {
        "placed_cells": 3991,
        "portBuffers": 75,
        "place_hpwl_um": 59960,
        "placed_cell_area_um2": 42770,
        "place_ws_ps": 1660,
        "gp_congestion": 0.9337,
    },
    "power": {
        "power_density_nw_per_um2": 320.9,
        "seqPwrFrac_pct": 54.0,
        "switching_share_pct": 20.94,
        "intPower_mw": 11.67,
        "p_comb_share_pct": 4.8,
        "irDropWorstVdd_mv": 0.2335,
        "p_sw_mw": 3.091,
        "p_leak_nw": 15.44,
        "totalPowerFinal_mw": 14.76,
        "clockPowerShare_pct": 41.2,
    },
    "min_path": {
        "hold_class": "primary input to flip-flop",
    },
}
==> state kept, by name, indices dropped and copies added, names as in the netlist <==
| signal | count |
|---|---|
| ram_data | 32 |
| BRAM | 1024 |
==> stage by stage <==
| stage | hold slack (ps) | util (%) |
|---|---|---|
| floorplan | 1299 | - |
| global placement | 2096 | 32.41 |
| detailed placement | 2098 | 32.41 |
| CTS | 1397 | 34.85 |
| global route | 1414 | 34.85 |
| finish | 1412 | 34.85 |
==> logic make-up (layout without fill, tap and decap cells) <==
group | count (synthesis) | in the layout
simple gates | 268 | 268
flops | 1024 | 1024
other cells | 1 | 2
mux | 512 | 512
latches | 32 | 32
buf+inv | 140 | 327
compound gates | 256 | 256
==> layout make-up <==
type	count	area share [%]
tap	1755	4.775
clock buffer	127	5.939
sequential	1056	67.91
clock inverter	58	1.058
timing repair buffer	142	2.726
multi-input combinational	1038	17.60
==> cells in the mapped netlist <==
cell / count
nand4bb_1: 6
or3b_2: 2
buf_2: 81
or4b_4: 2
nor4_1: 64
nand3_1: 13
clkbuf_1: 33
mux2i_1: 512
or4b_1: 2
nand4_1: 5
buf_6: 17
edfxtp_1: 1024
buf_1: 4
nand2_1: 33
nand3b_1: 3
buf_4: 5
or4_4: 1
nor2b_1: 2
or3_1: 1
dlxtp_1: 32
nand4b_1: 4
nor2_1: 130
conb_1: 1
o22ai_1: 256
==> power groups by stage <==
| stage | logic [mW] | registers, mW | clock network, mW |
|---|---|---|---|
| final | 0.706 | 7.97 | 6.08 |
| after global routing | 0.767 | 7.97 | 6.46 |
| after CTS | 0.723 | 7.97 | 6.18 |
==> path summary, 6_finish.rpt <==
| check | startpoint | endpoint | slack (ps) | cells after the start |
|---|---|---|---|---|
| worst max-delay path | addra[1] | BRAM[11][15]$_DFFE_PP_ | 2370 | 4 |
| worst min-delay path | dina[10] | BRAM[15][10]$_DFFE_PP_ | 1410 | 2 |
==> per-layer routing <==
metal	wire, um	up-vias
li1	-	9185
met1	35950	9804
met2	46250	1057
met3	13970	165
met4	2590	10
met5	72	-
Power and IR drop assume default switching activity.
