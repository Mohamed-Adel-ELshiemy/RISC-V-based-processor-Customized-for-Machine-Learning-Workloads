$ cat flow/constraint.sdc
current_design riscv_register_file

set clk_period 13.3
set clk_io_pct 0.2

create_clock -name clk0 -period $clk_period

set non_clock_inputs [all_inputs -no_clocks]
set_input_delay [expr $clk_period * $clk_io_pct] -clock clk0 $non_clock_inputs
set_output_delay [expr $clk_period * $clk_io_pct] -clock clk0 [all_outputs]
$ cat flow/config.mk
export PLATFORM = sky130hd
export DESIGN_NAME = riscv_register_file
export DESIGN_NICKNAME = riscv_register_file
export VERILOG_FILES = /design/flow/design.v
export SDC_FILE = /design/flow/constraint.sdc
export NUM_CORES = 4
export LEC_CHECK = 1
export CORE_UTILIZATION = 50
export SYNTH_HDL_FRONTEND = slang
$ cat flow/design.v
package riscv_defines;
parameter OPCODE_SYSTEM    = 7'h73;
parameter OPCODE_FENCE     = 7'h0f;
parameter OPCODE_OP        = 7'h33;
parameter OPCODE_OPIMM     = 7'h13;
parameter OPCODE_STORE     = 7'h23;
parameter OPCODE_LOAD      = 7'h03;
parameter OPCODE_BRANCH    = 7'h63;
parameter OPCODE_JALR      = 7'h67;
parameter OPCODE_JAL       = 7'h6f;
parameter OPCODE_AUIPC     = 7'h17;
parameter OPCODE_LUI       = 7'h37;
parameter OPCODE_LOAD_POST  = 7'h0b;
parameter OPCODE_STORE_POST = 7'h2b;
parameter OPCODE_PULP_OP    = 7'h5b;
parameter OPCODE_VECOP      = 7'h57;
parameter OPCODE_HWLOOP     = 7'h7b;
parameter REGC_S1   = 2'b10;
parameter REGC_RD   = 2'b01;
parameter REGC_ZERO = 2'b11;
parameter ALU_OP_WIDTH = 6;
parameter ALU_ADD   = 6'b011000;
parameter ALU_SUB   = 6'b011001;
parameter ALU_ADDU  = 6'b011010;
parameter ALU_SUBU  = 6'b011011;
parameter ALU_ADDR  = 6'b011100;
parameter ALU_SUBR  = 6'b011101;
parameter ALU_ADDUR = 6'b011110;
parameter ALU_SUBUR = 6'b011111;
parameter ALU_XOR   = 6'b101111;
parameter ALU_OR    = 6'b101110;
parameter ALU_AND   = 6'b010101;
parameter ALU_SRA   = 6'b100100;
parameter ALU_SRL   = 6'b100101;
parameter ALU_ROR   = 6'b100110;
parameter ALU_SLL   = 6'b100111;
parameter ALU_BEXT  = 6'b101000;
parameter ALU_BEXTU = 6'b101001;
parameter ALU_BINS  = 6'b101010;
parameter ALU_BCLR  = 6'b101011;
parameter ALU_BSET  = 6'b101100;
parameter ALU_FF1   = 6'b110110;
parameter ALU_FL1   = 6'b110111;
parameter ALU_CNT   = 6'b110100;
parameter ALU_CLB   = 6'b110101;
parameter ALU_EXTS  = 6'b111110;
parameter ALU_EXT   = 6'b111111;
parameter ALU_LTS   = 6'b000000;
parameter ALU_LTU   = 6'b000001;
parameter ALU_LES   = 6'b000100;
parameter ALU_LEU   = 6'b000101;
parameter ALU_GTS   = 6'b001000;
parameter ALU_GTU   = 6'b001001;
parameter ALU_GES   = 6'b001010;
parameter ALU_GEU   = 6'b001011;
parameter ALU_EQ    = 6'b001100;
parameter ALU_NE    = 6'b001101;
parameter ALU_SLTS  = 6'b000010;
parameter ALU_SLTU  = 6'b000011;
parameter ALU_SLETS = 6'b000110;
parameter ALU_SLETU = 6'b000111;
parameter ALU_ABS   = 6'b010100;
parameter ALU_CLIP  = 6'b010110;
parameter ALU_CLIPU = 6'b010111;
parameter ALU_INS   = 6'b101101;
parameter ALU_MIN   = 6'b010000;
parameter ALU_MINU  = 6'b010001;
parameter ALU_MAX   = 6'b010010;
parameter ALU_MAXU  = 6'b010011;
parameter ALU_DIVU  = 6'b110000;  
parameter ALU_DIV   = 6'b110001;  
parameter ALU_REMU  = 6'b110010;  
parameter ALU_REM   = 6'b110011;  
parameter ALU_SHUF  = 6'b111010;
parameter ALU_SHUF2 = 6'b111011;
parameter ALU_PCKLO = 6'b111000;
parameter ALU_PCKHI = 6'b111001;
parameter MUL_MAC32 = 3'b000;
parameter MUL_MSU32 = 3'b001;
parameter MUL_I     = 3'b010;
parameter MUL_IR    = 3'b011;
parameter MUL_DOT8  = 3'b100;
parameter MUL_DOT16 = 3'b101;
parameter MUL_H     = 3'b110;
parameter VEC_MODE32 = 2'b00;
parameter VEC_MODE16 = 2'b10;
parameter VEC_MODE8  = 2'b11;
parameter CSR_OP_NONE  = 2'b00;
parameter CSR_OP_WRITE = 2'b01;
parameter CSR_OP_SET   = 2'b10;
parameter CSR_OP_CLEAR = 2'b11;
parameter SP_DVR0       = 16'h3000;
parameter SP_DCR0       = 16'h3008;
parameter SP_DMR1       = 16'h3010;
parameter SP_DMR2       = 16'h3011;
parameter SP_DVR_MSB = 8'h00;
parameter SP_DCR_MSB = 8'h01;
parameter SP_DMR_MSB = 8'h02;
parameter SP_DSR_MSB = 8'h04;
parameter SEL_REGFILE      = 2'b00;
parameter SEL_FW_EX        = 2'b01;
parameter SEL_FW_WB        = 2'b10;
parameter OP_A_REGA_OR_FWD = 2'b00;
parameter OP_A_CURRPC      = 2'b01;
parameter OP_A_IMM         = 2'b10;
parameter OP_A_REGB_OR_FWD = 2'b11;
parameter IMMA_Z      = 1'b0;
parameter IMMA_ZERO   = 1'b1;
parameter OP_B_REGB_OR_FWD = 2'b00;
parameter OP_B_REGC_OR_FWD = 2'b01;
parameter OP_B_IMM         = 2'b10;
parameter IMMB_I      = 4'b0000;
parameter IMMB_S      = 4'b0001;
parameter IMMB_U      = 4'b0010;
parameter IMMB_PCINCR = 4'b0011;
parameter IMMB_S2     = 4'b0100;
parameter IMMB_S3     = 4'b0101;
parameter IMMB_VS     = 4'b0110;
parameter IMMB_VU     = 4'b0111;
parameter IMMB_SHUF   = 4'b1000;
parameter IMMB_CLIP   = 4'b1001;
parameter IMMB_BI     = 4'b1011;
parameter BMASK_A_ZERO = 1'b0;
parameter BMASK_A_S3   = 1'b1;
parameter BMASK_B_S2   = 2'b00;
parameter BMASK_B_S3   = 2'b01;
parameter BMASK_B_ZERO = 2'b10;
parameter BMASK_B_ONE  = 2'b11;
parameter MIMM_ZERO    = 1'b0;
parameter MIMM_S3      = 1'b1;
parameter OP_C_REGC_OR_FWD = 2'b00;
parameter OP_C_REGB_OR_FWD = 2'b01;
parameter OP_C_JT          = 2'b10;
parameter BRANCH_NONE = 2'b00;
parameter BRANCH_JAL  = 2'b01;
parameter BRANCH_JALR = 2'b10;
parameter BRANCH_COND = 2'b11;  
parameter JT_JAL  = 2'b01;
parameter JT_JALR = 2'b10;
parameter JT_COND = 2'b11;
parameter PC_BOOT          = 3'b000;
parameter PC_JUMP          = 3'b010;
parameter PC_BRANCH        = 3'b011;
parameter PC_EXCEPTION     = 3'b100;
parameter PC_ERET          = 3'b101;
parameter PC_DBG_NPC       = 3'b111;
parameter EXC_PC_ILLINSN   = 2'b00;
parameter EXC_PC_ECALL     = 2'b01;
parameter EXC_PC_LOAD      = 2'b10;
parameter EXC_PC_STORE     = 2'b10;
parameter EXC_PC_IRQ       = 2'b11;
parameter EXC_OFF_RST      = 8'h00;
parameter EXC_OFF_ILLINSN  = 8'h00;
parameter EXC_OFF_ECALL    = 8'h00;
parameter EXC_OFF_LSUERR   = 8'h00;
parameter DBG_SETS_W = 6;
parameter DBG_SETS_IRQ    = 5;
parameter DBG_SETS_ECALL  = 4;
parameter DBG_SETS_EILL   = 3;
parameter DBG_SETS_ELSU   = 2;
parameter DBG_SETS_EBRK   = 1;
parameter DBG_SETS_SSTE   = 0;
parameter DBG_CAUSE_HALT   = 6'h1F;
endpackage
module cluster_clock_gating
(
    input  logic clk_i,
    input  logic en_i,
    input  logic test_en_i,
    output logic clk_o
  );
  logic clk_en;
  always_latch
  begin
     if (clk_i == 1'b0)
       clk_en <= en_i | test_en_i;
  end
  assign clk_o = clk_i & clk_en;
endmodule  
module riscv_register_file
#(
  parameter ADDR_WIDTH    = 5,
  parameter DATA_WIDTH    = 32
)
(
  input  logic                   clk,
  input  logic                   rst_n,
  input  logic                   test_en_i,
  input  logic [ADDR_WIDTH-1:0]  raddr_a_i,
  output logic [DATA_WIDTH-1:0]  rdata_a_o,
  input  logic [ADDR_WIDTH-1:0]  raddr_b_i,
  output logic [DATA_WIDTH-1:0]  rdata_b_o,
  input  logic [ADDR_WIDTH-1:0]  raddr_c_i,
  output logic [DATA_WIDTH-1:0]  rdata_c_o,
  input  logic [ADDR_WIDTH-1:0]   waddr_a_i,
  input  logic [DATA_WIDTH-1:0]   wdata_a_i,
  input  logic                    we_a_i,
  input  logic [ADDR_WIDTH-1:0]   waddr_b_i,
  input  logic [DATA_WIDTH-1:0]   wdata_b_i,
  input  logic                    we_b_i
);
  localparam    NUM_WORDS = 2**ADDR_WIDTH;
  logic [DATA_WIDTH-1:0]      mem[NUM_WORDS];
  logic [NUM_WORDS-1:1]       waddr_onehot_a;
  logic [NUM_WORDS-1:1]       waddr_onehot_b, waddr_onehot_b_q;
  logic [NUM_WORDS-1:1]       mem_clocks;
  logic [DATA_WIDTH-1:0]      wdata_a_q;
  logic [DATA_WIDTH-1:0]      wdata_b_q;
  logic clk_int;
  int unsigned i;
  int unsigned j;
  int unsigned k;
  genvar x;
  genvar y;
  assign rdata_a_o = mem[raddr_a_i];
  assign rdata_b_o = mem[raddr_b_i];
  assign rdata_c_o = mem[raddr_c_i];
  cluster_clock_gating CG_WE_GLOBAL
  (
    .clk_i     ( clk             ),
    .en_i      ( we_a_i | we_b_i ),
    .test_en_i ( test_en_i       ),
    .clk_o     ( clk_int         )
  );
  always_ff @(posedge clk_int, negedge rst_n)
  begin : sample_waddr
    if (~rst_n) begin
      wdata_a_q        <= '0;
      wdata_b_q        <= '0;
      waddr_onehot_b_q <= '0;
    end else begin
      if(we_a_i)
        wdata_a_q <= wdata_a_i;
      if(we_b_i)
        wdata_b_q <= wdata_b_i;
      waddr_onehot_b_q <= waddr_onehot_b;
    end
  end
  always_comb
  begin : p_WADa
    for(i = 1; i < NUM_WORDS; i++)
    begin : p_WordItera
      if ( (we_a_i == 1'b1 ) && (waddr_a_i == i) )
        waddr_onehot_a[i] = 1'b1;
      else
        waddr_onehot_a[i] = 1'b0;
    end
  end
  always_comb
  begin : p_WADb
    for(j = 1; j < NUM_WORDS; j++)
    begin : p_WordIterb
      if ( (we_b_i == 1'b1 ) && (waddr_b_i == j) )
        waddr_onehot_b[j] = 1'b1;
      else
        waddr_onehot_b[j] = 1'b0;
    end
  end
  generate
    for(x = 1; x < NUM_WORDS; x++)
    begin : CG_CELL_WORD_ITER
      cluster_clock_gating CG_Inst
      (
        .clk_i     ( clk_int                               ),
        .en_i      ( waddr_onehot_a[x] | waddr_onehot_b[x] ),
        .test_en_i ( test_en_i                             ),
        .clk_o     ( mem_clocks[x]                         )
      );
    end
  endgenerate
  always_latch
  begin : latch_wdata
    mem[0] = '0;
    for(k = 1; k < NUM_WORDS; k++)
    begin : w_WordIter
      if(mem_clocks[k] == 1'b1)
        mem[k] = waddr_onehot_b_q[k] ? wdata_b_q : wdata_a_q;
    end
  end
endmodule
$ cat flow/run.sh
#!/bin/bash
# OpenROAD 26Q1-2900-gdf79404cd8, Yosys 0.63+post, stock flow scripts
make -C /OpenROAD-flow-scripts/flow DESIGN_CONFIG=/design/flow/config.mk WORK_HOME=/design/flow/orfs finish
==> impl_metrics.toml <==
# flow metrics
[hold_path]
hold_depth = 3
min_path_type = "in2out"
holdPathEnd = "rdata_a_o[31]"
hold_start = "raddr_a_i[4]"

[sta]
max_freq_mhz = 106
tns_ns = 0
final.period_utilization_pct = 71.1
unclocked_regs = 1119
whs_ns = 6.36
rsz0062_at_grt = "no"
hold_viol = 0
untimed_endpoints = 1119
max_slew_margin_pct = 15.1
slew_violations = 0
worst_pin_slew_ns = 1.26
fin_crit_ns = 9.45
finalSetupViolations = 0

[final_layout]
register_area_mm2 = 0.0178
num-fill-cells = 9824
drive_gt1_share_pct = 45.3
areaGrowthSynthToFinish_pct = 5.31
comb_area_mm2 = 0.0355

[drt]
routed_wl_mm = 235
drc = 0
ant_nets = 0
drt-vias-per-instance = 7.29
drtIter0Drc = 3403
first_pass_iters = 8
vias = 43800
wire_per_inst_um = 39.0

[power]
pwr_density_cell_mw_per_mm2 = 23.3
irDropWorstVdd_mv = 0.0207
switching_share_pct = 51.8
p_leak_nw = 23.3
p_int_w = 0.000663
power.switching_w = 0.000712

[logic_synthesis]
syn-instance-count = 4736
synth_top_area_share_pct = 27.5
syn_area_per_cell_um2 = 11.8
ys.flops = 1119
synthDistinctLibCells = 27
flop_cell = "dlxtp_1"
async_reset_ff_share_pct = 8.49
syn-cell-area_mm2 = 0.0560
common_cells = "mux2_2 (1151), dlxtp_1 (1023), mux4_2 (576), clkbuf_1 (380), mux2i_1 (290)"
yosysCellCount = 4736
yosysTopAreaCell = "dlxtp_1"
edf_count = 0
area_leaders = "dlxtp_1 (28%), mux4_2 (23%), mux2_2 (23%)"
top_cell = "mux2_2"
yosys-stat-area_mm2 = 0.0560
yosysWarningCount = 0

[global_route]
grt_busiest_layer = "met2"
grt_pass1_vias = 44800
grt_start_max_net_pins = 78
grtUsageMet2_pct = 61.1
grt_pass1_wl_mm = 329
grtUsageMet1_pct = 52.7
use_met3_pct = 27.6
antenna_found_initial = 20
grt-ovfl-total = 0
track_usage_pct = 44.0

[die]
rows = 122
chipArea_mm2 = 0.113
die_x_um = 337
core_area_mm2 = 0.111
fp.dieH_um = 337
initCoreUtil_pct = 50.5
io_pins = 190

[clock_network]
ctsHoldBuffers = 0
cts_resized = 0
post_cts_buffers = 0

[worst_setup_path]
crit_fanout = 48
worstSetupPathType = "in2out"
cp.arrival_ns = 6.79
required_ns = 10.64
critPathLaunchType = "input port"
endpoint_kind = "output port"

[placed_design]
io_buffer_count = 190
place.gp.congestion = 1.01
hpwl_mm = 146

[run_status]
outcome = "complete, no violations"

[job]
warnings = 32
max_cap_violations = 0
## per-layer routing
metal / vias to the layer above / part of all wire, %
li1: 17800 / -
met1: 21800 / 33
met2: 3368 / 43
met3: 860 / 17
met4: 34 / 7.0
met5: - / 0.24
## sequential cells by signal, indices dropped and copies added (netlist names)
register and cells:
mem 992, wdata_a_q 32, wdata_b_q 32, CG_CELL_WORD_ITER.CG_Inst.clk_en 31
waddr_onehot_b_q 31, CG_WE_GLOBAL.clk_en 1
## cells by family after synthesis
logic type	after synthesis	synth area share (%)
DFF	95	4.25
buffers and inverters	653	5.08
muxes	2017	51.5
latches	1024	27.5
and+or+nand+nor	276	2.71
AOI/OAI and AO/OA	671	9.00
## stage by stage
| stage | setup WS, ns | cells | utilization (%) | area, um2 | total power, W |
|---|---|---|---|---|---|
| 2_1_floorplan | 6.53 | 4736 | - | 56000 | 0.000862 |
| 3_3_place_gp | 3.85 | 6005 | 53.2 | 58900 | 0.00133 |
| 3_5_place_dp | 3.88 | 6005 | 53.2 | 58900 | 0.00133 |
| 4_1_cts | 3.86 | 6005 | 53.2 | 58900 | 0.00134 |
| 5_1_grt | 3.77 | 6009 | 53.2 | 58900 | 0.00141 |
| 6_report | 3.85 | 6015 | 53.2 | 59000 | 0.00138 |
## final cells by class
cell class              count  share of cell area [%]
flip-flops and latches   1119                    30.1
multi-input cells        2964                    60.3
well taps                1488                    3.16
diodes                     10                  0.0424
inverters                   3                  0.0191
repair buffers            431                    6.37
## worst max path at each step
stage	from	endpoint	slack (ns)	depth (start not counted)
global route	raddr_c_i[0]	rdata_c_o[15]	3.77	9
CTS	raddr_a_i[0]	rdata_a_o[31]	3.86	8
finish	raddr_c_i[0]	rdata_c_o[15]	3.85	9
## worst max-delay path, cell delays in order
cell and delay [ns]:
buf_8 0.46, buf_4 0.59, buf_4 0.62, mux4_2 0.34, mux2i_1 0.06, and2_1 0.18
o31ai_1 0.91, buf_4 0.25, clkdlybuf4s50_1 0.62
## cells in the final DEF, fill, tap and decap left out, types with 6 or more instances in the layout
cell and count:
dlxtp_1 1023, nand2_1 9, mux2i_1 290, buf_8 6, a211oi_1 96, mux4_2 576
o21ai_1 96, nor2b_4 9, o22ai_1 96, diode_2 10, and2_1 96, nor2b_1 6
nand3_1 8, o31ai_1 95, a22o_1 287, and3_2 31, buf_4 247, mux2_2 1151
nor2_1 64, or3_1 32, clkdlybuf4s50_1 172, dfrtn_1 95
Power is estimated from default activity; no workload was simulated.
